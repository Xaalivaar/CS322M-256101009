`flow/constraint.sdc`:
```
current_design vending_mealy

set clk_period 1.2
set clk_io_pct 0.2

create_clock -name clk0 -period $clk_period [get_ports {clk}]

set non_clock_inputs [all_inputs -no_clocks]
set_input_delay [expr $clk_period * $clk_io_pct] -clock clk0 $non_clock_inputs
set_output_delay [expr $clk_period * $clk_io_pct] -clock clk0 [all_outputs]
```
`flow/design.v`:
```
`timescale 1ns/1ps
module vending_mealy(
  input  wire        clk,
  input  wire        rst,        
  input  wire [1:0]  coin,       
  output reg         dispense,   
  output reg         chg5        
);
  localparam S0  = 2'd0;   
  localparam S5  = 2'd1;   
  localparam S10 = 2'd2;   
  localparam S15 = 2'd3;   
  reg [1:0] state, next;
  reg dispense_d, chg5_d;
  always @(*) begin
    next        = state;
    dispense_d  = 1'b0;
    chg5_d      = 1'b0;
    case (state)
      S0: begin
        case (coin)
          2'b01: next = S5;     
          2'b10: next = S10;    
          default: next = S0;
        endcase
      end
      S5: begin
        case (coin)
          2'b01: next = S10;    
          2'b10: next = S15;    
          default: next = S5;
        endcase
      end
      S10: begin
        case (coin)
          2'b01: next = S15;                  
          2'b10: begin                        
            next       = S0;
            dispense_d = 1'b1;
            chg5_d     = 1'b0;
          end
          default: next = S10;
        endcase
      end
      S15: begin
        case (coin)
          2'b01: begin                        
            next       = S0;
            dispense_d = 1'b1;
            chg5_d     = 1'b0;
          end
          2'b10: begin                        
            next       = S0;
            dispense_d = 1'b1;
            chg5_d     = 1'b1;
          end
          default: next = S15;
        endcase
      end
      default: next = S0;
    endcase
  end
  always @(posedge clk) begin
    if (rst) begin
      state     <= S0;
      dispense  <= 1'b0;
      chg5      <= 1'b0;
    end else begin
      state     <= next;
      dispense  <= dispense_d;
      chg5      <= chg5_d;
    end
  end
endmodule
```
`flow/config.mk`:
```
export PLATFORM = sky130hd
export DESIGN_NAME = vending_mealy
export DESIGN_NICKNAME = vending_mealy
export VERILOG_FILES = /design/flow/design.v
export SDC_FILE = /design/flow/constraint.sdc
export NUM_CORES = 4
export LEC_CHECK = 1
export CORE_AREA = 10 10 70 70
export DIE_AREA = 0 0 80 80
```
`flow/run.sh`:
```
#!/bin/bash
# OpenROAD 26Q1-2900-gdf79404cd8, Yosys 0.63+post, stock flow scripts
make -C /OpenROAD-flow-scripts/flow DESIGN_CONFIG=/design/flow/config.mk WORK_HOME=/design/flow/orfs finish
```
==> results.rst <==
Run summary
-----------

.. list-table::
   :header-rows: 1

   * - Metric
     - Value
   * - Area of the synthesized netlist per yosys stat
     - approximately 250 sq um
   * - Vias in the first global route
     - roughly 220
   * - Clock-pin slew of the registers on the worst-case setup and hold paths
     - around 0.040 ns
   * - Crit path kind
     - in -> reg
   * - Number of search-and-repair iterations in the first detailed-routing pass
     - 4
   * - Highest achievable clock rate
     - roughly 0.9 GHz
   * - Die Footprint
     - 6400 sq um
   * - Fill cell instance count of the final layout
     - about 400
   * - Synthesized instance count
     - 25
   * - DRC
     - 0
   * - Pin slew with the least headroom to its limit
     - about 0.28 ns
   * - I/O pin count
     - 6
   * - Flops after synth
     - 6
   * - Final tally of hold violations
     - 0
   * - Final HPWL from detailed placement
     - roughly 440 um
   * - Number of max-cap violations
     - 0
   * - Yosys warning tally
     - 1
   * - TritonCTS Buffers
     - 3
   * - Core area
     - ~3400 sq um
   * - First-pass GRT wire length
     - around 900 um
   * - Length of routed wiring on met1
     - between 150 and 200 um
   * - Yosys cell count
     - 25
   * - Mean area per synthesized cell
     - around 9.8 sq um
   * - Synth Seq Share
     - roughly half
   * - Worst EP arrival
     - ~1.3 ns
   * - Final core utilization
     - around 12%
   * - Met2 Wirelength
     - between 200 and 250 um
   * - Setup crit end kind
     - register
   * - Area of the multi-input gates
     - roughly 130 sq um
   * - CTS Hold Bufs
     - 0
   * - Topmost layer with routed signal wires
     - met3
   * - Max Transition Viols Final
     - 0
   * - Initial standard-cell utilization of the core
     - around 7.2%
   * - DR vias/cell
     - around 2.7
   * - CTS tree
     - yes
   * - Overall track demand over capacity in global routing
     - 1.811%
   * - Initial antenna violation count
     - 0
   * - Final estimated routing congestion in global placement
     - 0.5731
   * - Detailed-route wire length per cell
     - between 6 and 7 um
   * - Bufs on Longest Clock Path
     - 2
   * - Final Routed Wirelength
     - around 520 um
   * - Type of origin of the critical path
     - input port
   * - Worst ir drop on vdd
     - ~0.17 mV
   * - CTS root buf
     - sky130_fd_sc_hd__clkbuf_4
   * - Detailed route wirelength on metal3
     - roughly 120 um
   * - Worst slew margin
     - 81.12%
   * - GRT Residual Overflow
     - 0
   * - Overall power after layout
     - 441.7 uW
   * - Combined area of all synthesized cells
     - 245.2 sq um
   * - Die Span X
     - 80 um
   * - Final setup violation count
     - 0
   * - Worst min-delay path class
     - reg -> reg
   * - Number of nets still failing antenna checks after routing
     - 0
   * - Distinct lib cells used
     - 11
   * - Pre-CTS worst setup slack
     - -0.4294 ns
   * - Stage-log warning count
     - 26
   * - Period utilisation layout
     - between 90% and 100%
   * - Outcome
     - finished, final reports clean
   * - Skew-Pair Late Insertion Delay
     - 0.24 ns
   * - Clock sink total
     - 6
   * - Fraction of layout instances using a drive strength above 1
     - between 20% and 30%
   * - Area added between synthesis and finish
     - 60.20%
   * - Total antenna diodes in the routed design
     - 0
   * - Clock Skews
     - roughly 0.0017 ns
   * - Floorplan row count
     - 21
   * - RSZ-0062 raised after global routing
     - false
   * - Sequential Area
     - roughly 120 sq um
   * - Fin crit period
     - around 1.1 ns
   * - Non-filler instance count after layout
     - ~80
   * - Critical path data required time
     - 1.37 ns
   * - Worst-path fanout max
     - 6
   * - Power density cells
     - roughly 1100 nW/um^2
   * - DIE HEIGHT
     - approximately 80 um
   * - Drt first-iter violations
     - 28
   * - Largest net degree at the start of global routing
     - 7
   * - Routed vias
     - 212
   * - Setup slack of the critical path after layout
     - between 0.09 and 0.1 ns
   * - H-tree Lvls
     - 1
   * - Cell count after placement
     - 77
   * - IO Port Bufs
     - 5
   * - Leakage
     - between 0.0001 and 0.00015 uW
==> critical path: stages <==
cell                            delay [ns]
sky130_fd_sc_hd__dlygate4sd2_1        0.26
sky130_fd_sc_hd__inv_1                0.06
sky130_fd_sc_hd__ha_2                 0.20
sky130_fd_sc_hd__or3b_1               0.39
sky130_fd_sc_hd__a21oi_1              0.13
==> final cells by class <==
type,count,share of cell area (%)
timing repair buffer,6,13.38
sequential,6,30.57
inverter,2,1.911
multi-input combinational,17,33.76
clock buffer,3,5.732
tap,46,14.65
==> worst paths after layout <==
kind	start	to	slack (ns)	depth (start not counted)
worst max-delay path	coin[1]	state[2]$_DFF_P_	0.09	5
worst min-delay path	state[3]$_DFF_P_	chg5$_SDFF_PP0_	0.45	2
worst max register to register	state[2]$_DFF_P_	state[2]$_DFF_P_	0.31	2
worst min register to register	state[3]$_DFF_P_	chg5$_SDFF_PP0_	0.45	2
==> stage by stage <==
stage                     area [sq um]  hold slack [ns]  TNS, ns
after floorplan                  245.2           0.3091        0
after global placement           360.3           0.4527   -1.933
after detailed placement         360.3           0.4525   -2.025
after CTS                        392.9           0.4562        0
after global routing             392.9           0.4839        0
final                            392.9           0.4495        0
==> cells by family (layout without fill, tap and decap cells) <==
kind of cell    Yosys count  after routing  synth area share [%]
fa+ha+maj                 2              2                 10.20
buf+inv                   2             11                 3.062
simple gates             10             10                 24.49
flops                     6              6                 48.98
compound gates            5              5                 13.26
==> flip-flops by register name (all words and copies together), names as in the netlist <==
register / cells
dispense: 1
state: 4
chg5: 1
==> cell usage after synthesis <==
master / n / area share [%]
sky130_fd_sc_hd__dfxtp_1: 6 / 49
sky130_fd_sc_hd__a21oi_1: 3 / 6.1
sky130_fd_sc_hd__nand2_1: 3 / 4.6
sky130_fd_sc_hd__or3b_1: 3 / 11
sky130_fd_sc_hd__ha_1: 2 / 10
sky130_fd_sc_hd__inv_1: 2 / 3.1
sky130_fd_sc_hd__nor2_1: 2 / 3.1
sky130_fd_sc_hd__a222oi_1: 1 / 4.1
sky130_fd_sc_hd__a22oi_1: 1 / 3.1
sky130_fd_sc_hd__nand2b_1: 1 / 2.6
sky130_fd_sc_hd__nand4b_1: 1 / 3.6
==> per-layer routing <==
layer	up-vias	global-route usage (%)
li1	108	-
met1	97	1.606
met2	7	2.408
met3	0	2.500
met4	0	0.3521
met5	-	0
==> power by group <==
part / internal [uW] / leakage (uW) / switching [uW] / total, uW
Clock: 112 / 0.0000138 / 62.8 / 175
Sequential: 210 / 0.0000491 / 5.96 / 216
Combinational: 29.3 / 0.0000845 / 21.1 / 50.4
Total: 352 / 0.000147 / 89.9 / 442
==> placed cells by master, fill, tap and decap left out, drive strengths merged <==
| cell type | n |
|---|---|
| a21oi | 3 |
| a222oi | 1 |
| a22oi | 1 |
| buf | 1 |
| clkbuf | 3 |
| clkdlybuf4s50 | 1 |
| dfxtp | 6 |
| dlygate4sd2 | 4 |
| ha | 2 |
| inv | 2 |
| nand2 | 3 |
| nand2b | 1 |
| nand4b | 1 |
| nor2 | 2 |
| or3b | 3 |
==> timing repair <==
item / CTS / global route
endpoints found under the setup margin: 6 / 0
gates resized: 8 / 0
buffers inserted: 0 / 0
Power figures rest on the tool's default switching activity, not on a simulated workload.

==> /design/flow/design.v <==
module traffic_light(
    input  wire clk,         
    input  wire rst,         
    input  wire tick,        
    output reg  ns_g, ns_y, ns_r,
    output reg  ew_g, ew_y, ew_r
);
    localparam S_NS_GREEN  = 2'd0,
               S_NS_YELLOW = 2'd1,
               S_EW_GREEN  = 2'd2,
               S_EW_YELLOW = 2'd3;
    reg [1:0] state, next_state;
    reg [2:0] remain;  
    localparam D_NS_GREEN  = 3'd5;
    localparam D_NS_YELLOW = 3'd2;
    localparam D_EW_GREEN  = 3'd5;
    localparam D_EW_YELLOW = 3'd2;
    always @(posedge clk) begin
        if (rst) begin
            state  <= S_NS_GREEN;
            remain <= D_NS_GREEN;  
        end else begin
            state <= next_state;
            if (tick) begin
                if (remain != 3'd0)
                    remain <= remain - 3'd1;
                else begin
                    case (next_state)
                        S_NS_GREEN:  remain <= D_NS_GREEN;
                        S_NS_YELLOW: remain <= D_NS_YELLOW;
                        S_EW_GREEN:  remain <= D_EW_GREEN;
                        S_EW_YELLOW: remain <= D_EW_YELLOW;
                        default:     remain <= D_NS_GREEN;
                    endcase
                end
            end
        end
    end
    always @(*) begin
        next_state = state;
        if (tick && remain == 3'd0) begin
            case (state)
                S_NS_GREEN:  next_state = S_NS_YELLOW;
                S_NS_YELLOW: next_state = S_EW_GREEN;
                S_EW_GREEN:  next_state = S_EW_YELLOW;
                S_EW_YELLOW: next_state = S_NS_GREEN;
                default:     next_state = S_NS_GREEN;
            endcase
        end
    end
    always @(*) begin
        ns_g = 1'b0; ns_y = 1'b0; ns_r = 1'b1;
        ew_g = 1'b0; ew_y = 1'b0; ew_r = 1'b1;
        case (state)
            S_NS_GREEN:  begin ns_g = 1'b1; ns_y = 1'b0; ns_r = 1'b0; ew_g = 1'b0; ew_y = 1'b0; ew_r = 1'b1; end
            S_NS_YELLOW: begin ns_g = 1'b0; ns_y = 1'b1; ns_r = 1'b0; ew_g = 1'b0; ew_y = 1'b0; ew_r = 1'b1; end
            S_EW_GREEN:  begin ew_g = 1'b1; ew_y = 1'b0; ew_r = 1'b0; ns_g = 1'b0; ns_y = 1'b0; ns_r = 1'b1; end
            S_EW_YELLOW: begin ew_g = 1'b0; ew_y = 1'b1; ew_r = 1'b0; ns_g = 1'b0; ns_y = 1'b0; ns_r = 1'b1; end
            default:     begin ns_g = 1'b0; ns_y = 1'b0; ns_r = 1'b1; ew_g = 1'b0; ew_y = 1'b0; ew_r = 1'b1; end
        endcase
    end
endmodule
==> /design/flow/run.sh <==
#!/bin/bash
# OpenROAD 26Q1-2900-gdf79404cd8, Yosys 0.63+post, stock flow scripts
make -C /OpenROAD-flow-scripts/flow DESIGN_CONFIG=/design/flow/config.mk WORK_HOME=/design/flow/orfs finish
==> /design/flow/config.mk <==
export PLATFORM = sky130hd
export DESIGN_NAME = traffic_light
export DESIGN_NICKNAME = traffic_light
export VERILOG_FILES = /design/flow/design.v
export SDC_FILE = /design/flow/constraint.sdc
export NUM_CORES = 4
export LEC_CHECK = 1
export CORE_AREA = 10 10 70 70
export DIE_AREA = 0 0 80 80
==> /design/flow/constraint.sdc <==
current_design traffic_light

set clk_period 2.3
set clk_io_pct 0.2

create_clock -name clk0 -period $clk_period [get_ports {clk}]

set non_clock_inputs [all_inputs -no_clocks]
set_input_delay [expr $clk_period * $clk_io_pct] -clock clk0 $non_clock_inputs
set_output_delay [expr $clk_period * $clk_io_pct] -clock clk0 [all_outputs]
==> results_slide.txt <==
Physical Implementation Snapshot

Status
  • Run status: finished clean

Setup path
  • Startpoint types: flip-flop
  • Worst Reg-to-Reg Cells: 5
  • Critical R2R Capture: remain[1]
  • Crit path max fanout: 6
  • Kind of end point of the critical path: output port
  • Flop-to-flop setup slack: 1.02 ns
  • CP Capture Point: ns_g
  • Worst Path Required: 1.84 ns
  • Crit Path Category: flip-flop to output port
  • Crit path from: state[3]
  • Start of the worst register-to-register path: remain[0]
  • WP data arrival: 1.38 ns

Floorplan
  • FP Rows: 21
  • Die height: roughly 80 um
  • Die area: 6400 um^2
  • Fp util: roughly 10%
  • Core area: 3420 um^2
  • IO Pins: 9
  • Die width: 80 um

Routing
  • Drc violations: 0
  • WL met1: 334 um
  • 1st-iter DRT viols: 15
  • Average vias per placed instance: between 3 and 4
  • DR WL/cell: 7.24 um
  • DRT Wirelength: around 690 um
  • Antenna diodes: 0
  • Metal2 WL: 209 um
  • Max Used Layer: met3
  • Detail Route Antenna Nets: 0
  • Via Count: 286
  • Met3 wire length: approximately 140 um
  • 1st-pass router iterations: 4

Global route
  • Largest net degree at the start of global routing: 7
  • GRT Util Overall: 2.34%
  • Grt ovf: 0
  • First-pass GRT wire length: 1210 um
  • Vias in the first global route: 280
  • Initial antenna violation count: 0

CTS
  • Post-CTS setup buffer count: 0
  • Clock Pin Slew Worst Setup and Hold Paths: about 0.050 ns
  • Clk ins delay skew pair: ~0.24 ns
  • Post-CTS Resized: 0
  • Clock sink count: 7
  • CTS root buffer: clkbuf_4
  • Clock Tree Buf Depth: 2
  • H-tree depth: 1
  • CTS tree: built
  • TritonCTS Buffers: 3
  • CTS Hold Bufs: 0

Timing
  • Final worst path period need: around 1.8 ns
  • Setup WS post-layout: about 0.46 ns
  • Worst slew margin: around 83%
  • RSZ-0062 raised after global routing: false
  • FMAX: around 0.54 GHz
  • Final setup TNS: 0 ns
  • Final Hold Fails: 0
  • Clk_skew: 0.000140 ns
  • Slew Limit Fails: 0
  • Setup violators final: 0
  • Final Cycle Share: 79.9%
  • Worst-Margin Slew: 0.254 ns

Power and ir drop
  • LEAKAGE: 0.233 nW
  • Peak supply drop: 0.000310 V
  • Pwr/cell area: 508 nW/um^2

Finish
  • Final instance area: between 500 and 600 um^2
  • Layout cells sized above 1: 10.2%
  • Area Overhead vs Synth: 46.6%
  • Final std cells w/o fill: ~95

Yosys
  • Post-synth seq share: 39.9%
  • Yosys reg bits: 7
  • YS warnings: 1
  • Cell type with the largest total area: dfxtp_1
  • Yosys stat chip area: roughly 350 um^2
  • Avg Inst Size Synth: around 9.5 um^2
  • Synthesized cell area: 352 um^2
  • Synth top area share: 39.9%
  • Biggest area cells: dfxtp_1, mux2i_1, nor2_1, ha_1, o31ai_4
  • # Cells Yosys: 37
  • Cell Type Count: 13
  • Post-Syn Instances: 37

Place
  • # port buffers: 8
  • Placed inst area: about 500 um^2
  • Placed Cells incl. Taps: 91
  • Post-Place Worst Slack: 0.555 ns
  • RD Place Congestion: 0.675
  • DP Wirelength: 557 um

Job
  • Tool Warnings: 26
  • Maximum capacitance violations: 0

Hold path
  • Hold Crit Class: flip-flop to flip-flop
## cell usage after synthesis (all sizes together)
cell / count
mux2i: 4
nand2b: 1
nand2: 2
dfxtp: 7
nand3b: 1
nor2: 9
ha: 2
a311oi: 1
a211o: 2
o31ai: 1
nor3: 2
nor2b: 1
inv: 4
## worst max-delay path, cell delays in order (launching register included)
cell and delay (ns):
dfxtp_1 0.35, nor2_1 0.15, inv_1 0.08, nor2_1 0.08, clkdlybuf4s50_1 0.47
## power by group
group / internal, mW / switching, mW / total [mW]
sequential: 0.126 / 0.00293 / 0.129
combinational: 0.0145 / 0.0136 / 0.0281
clock: 0.0658 / 0.0388 / 0.105
## layout by cell type, fill, tap and decap left out, types with 2 or more instances in the layout
cell	instances
clkdlybuf4s50_1	8
dfxtp_1	7
clkbuf_4	3
nor2_1	9
mux2i_1	4
nor3_1	2
a211o_1	2
ha_1	2
nand2_1	2
inv_1	4
## cells by family (layout without fill, tap and decap cells)
kind of cell / Yosys count / count (layout) / share of synthesized area (%)
compound gates: 4 / 4 / 13.5
buf+inv: 4 / 16 / 4.27
fa+ha+maj: 2 / 2 / 7.12
flops: 7 / 7 / 39.9
simple gates: 16 / 16 / 23.8
mux: 4 / 4 / 11.4
## layout make-up
type                            count  area [um^2]
Fill cell                         399         2900
Multi-Input combinational cell     26          196
Sequential cell                     7          140
Timing Repair Buffer                8         80.1
Tap cell                           46         57.6
Clock buffer                        4         26.3
Inverter                            4         15.0
## metrics by stage
stage	utilization, %	hold WS [ns]	total power [mW]
floorplan	-	0.453	0.149
global placement	14.3	0.466	0.159
detailed placement	14.3	0.483	0.160
CTS	15.1	0.486	0.268
global route	15.1	0.540	0.286
finish	15.1	0.484	0.262
## per-layer routing
| metal | track usage, % | up-vias |
|---|---|---|
| li1 | - | 151 |
| met1 | 2.81 | 124 |
| met2 | 2.57 | 11 |
| met3 | 2.95 | 0 |
| met4 | 0.176 | 0 |
| met5 | 0 | - |
## state kept, by name (all words and copies together), names as in the netlist
register	count
state	4
remain	3
## worst min-delay path by stage
stage	startpoint	end	slack, ns	depth (start not counted)
after global routing	remain[2]	remain[2]	0.54	1
final	remain[1]	remain[1]	0.48	2
after CTS	remain[1]	remain[1]	0.49	2
Power figures rest on the tool's default switching activity, not on a simulated workload.

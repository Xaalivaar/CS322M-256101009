### design.v
module link_top(
  input  wire clk,
  input  wire rst,
  output wire done
);
  wire       req;
  wire       ack;
  wire [7:0] data;
  master_fsm u_master (
    .clk (clk),
    .rst (rst),
    .ack (ack),
    .req (req),
    .data(data),
    .done(done)
  );
  slave_fsm u_slave (
    .clk      (clk),
    .rst      (rst),
    .req      (req),
    .data_in  (data),
    .ack      (ack),
    .last_byte()        
  );
endmodule
module master_fsm #(
  parameter BURST_BYTES = 4
)(
  input  wire        clk,
  input  wire        rst,          
  input  wire        ack,
  output reg         req,
  output reg  [7:0]  data,
  output reg         done          
);
  localparam M0_IDLE       = 2'd0;
  localparam M1_REQ        = 2'd1;
  localparam M2_WAITACKLOW = 2'd2;
  localparam M3_CLEANUP    = 2'd3;
  reg [1:0] state, state_n;
  reg [1:0] cnt, cnt_n;
  reg [7:0] byte_rom [0:BURST_BYTES-1];
  integer i;
  initial begin
    for (i=0;i<BURST_BYTES;i=i+1) byte_rom[i] = 8'hA0 + i[7:0];
  end
  reg req_n, done_n;
  reg [7:0] data_n;
  always @(*) begin
    state_n = state;
    cnt_n   = cnt;
    req_n   = 1'b0;
    done_n  = 1'b0;
    data_n  = byte_rom[cnt];
    case (state)
      M0_IDLE: begin
        if (cnt < BURST_BYTES) begin
          state_n = M1_REQ;
          req_n   = 1'b1;
        end
      end
      M1_REQ: begin
        req_n  = 1'b1;
        if (ack) begin
          state_n = M2_WAITACKLOW;
          req_n   = 1'b0;
        end
      end
      M2_WAITACKLOW: begin
        if (!ack) begin
          if (cnt + 1 < BURST_BYTES) begin
            cnt_n   = cnt + 1;
            data_n  = byte_rom[cnt_n];
            state_n = M1_REQ;
            req_n   = 1'b1;
          end else begin
            state_n = M3_CLEANUP;
            done_n  = 1'b1;
          end
        end
      end
      M3_CLEANUP: begin
        state_n = M0_IDLE;
        done_n  = 1'b0;
        cnt_n   = 2'd0;
      end
      default: state_n = M0_IDLE;
    endcase
  end
  always @(posedge clk) begin
    if (rst) begin
      state <= M0_IDLE;
      cnt   <= 2'd0;
      req   <= 1'b0;
      done  <= 1'b0;
      data  <= 8'h00;
    end else begin
      state <= state_n;
      cnt   <= cnt_n;
      req   <= req_n;
      done  <= done_n;
      data  <= data_n;
    end
  end
endmodule
module slave_fsm #(
  parameter ACK_HOLD = 2
)(
  input  wire        clk,
  input  wire        rst,      
  input  wire        req,
  input  wire [7:0]  data_in,
  output reg         ack,
  output reg  [7:0]  last_byte
);
  localparam S0_IDLE = 1'b0;
  localparam S1_ACK  = 1'b1;
  reg state, state_n;
  function integer clog2;
    input integer value;
    integer i;
    begin
      clog2 = 0;
      for (i = value - 1; i > 0; i = i >> 1)
        clog2 = clog2 + 1;
    end
  endfunction
  reg [clog2(ACK_HOLD+1)-1:0] hold, hold_n;
  reg ack_n;
  reg [7:0] last_byte_n;
  reg  req_q;
  wire req_rise = (req && !req_q);
  always @(*) begin
    state_n     = state;
    hold_n      = hold;
    ack_n       = 1'b0;
    last_byte_n = last_byte;
    case (state)
      S0_IDLE: begin
        ack_n = 1'b0;
        if (req) begin
          if (req_rise) begin
            last_byte_n = data_in;
            if (ACK_HOLD==0)
              hold_n = 0;
            else
              hold_n = ACK_HOLD-1;
          end
          state_n = S1_ACK;
          ack_n   = 1'b1;
        end
      end
      S1_ACK: begin
        ack_n = 1'b1;
        if (ACK_HOLD!=0 && hold != 0)
          hold_n = hold - 1;
        if (!req && (ACK_HOLD==0 || hold==0)) begin
          state_n = S0_IDLE;
          ack_n   = 1'b0;
        end
        if (req_rise) begin
          last_byte_n = data_in;
          if (ACK_HOLD==0)
            hold_n = 0;
          else
            hold_n = ACK_HOLD-1;
        end
      end
    endcase
  end
  always @(posedge clk) begin
    if (rst) begin
      state     <= S0_IDLE;
      hold      <= 0;
      ack       <= 1'b0;
      last_byte <= 8'h00;
      req_q     <= 1'b0;
    end else begin
      state     <= state_n;
      hold      <= hold_n;
      ack       <= ack_n;
      last_byte <= last_byte_n;
      req_q     <= req;
    end
  end
endmodule
### run.sh
#!/bin/bash
# OpenROAD 26Q1-2900-gdf79404cd8, Yosys 0.63+post, stock flow scripts
make -C /OpenROAD-flow-scripts/flow DESIGN_CONFIG=/design/flow/config.mk WORK_HOME=/design/flow/orfs finish
### config.mk
export PLATFORM = sky130hd
export DESIGN_NAME = link_top
export DESIGN_NICKNAME = link_top
export VERILOG_FILES = /design/flow/design.v
export SDC_FILE = /design/flow/constraint.sdc
export NUM_CORES = 4
export LEC_CHECK = 1
export CORE_AREA = 10 10 70 70
export DIE_AREA = 0 0 80 80
### constraint.sdc
current_design link_top

set clk_period 2.5
set clk_io_pct 0.2

create_clock -name clk0 -period $clk_period [get_ports {clk}]

set non_clock_inputs [all_inputs -no_clocks]
set_input_delay [expr $clk_period * $clk_io_pct] -clock clk0 $non_clock_inputs
set_output_delay [expr $clk_period * $clk_io_pct] -clock clk0 [all_outputs]
==> node_exporter_impl.prom <==
# HELP chip_impl_metric Metrics from one implementation run
# TYPE chip_impl_metric gauge
chip_impl_info{name="outcome",value="finished clean"} 1
chip_impl_metric{name="detail_route.wl_per_cell",unit="µm"} 7.99
chip_impl_metric{name="num_antenna_cells",unit=""} 0
chip_impl_metric{name="final_antenna_net_count",unit=""} 0
chip_impl_metric{name="hold_depth",unit=""} 1
chip_impl_metric{name="ys_async_sr_fraction",unit="%"} 0
chip_impl_metric{name="ys_types",unit=""} 24
chip_impl_info{name="netlist.top_cell.by_area",value="dfxtp_1"} 1
chip_impl_info{name="worst_hold_path.endpoint",value="u_slave.req_q"} 1
chip_impl_metric{name="critical_path.max_stage_delay",unit="ps"} 460
chip_impl_metric{name="p_leak",unit="nW"} 0.258
chip_impl_metric{name="multi_input_comb_area",unit="µm²"} 235
chip_impl_metric{name="cts.clk_slew.worst_paths",unit="ps"} 70
chip_impl_metric{name="largest_net_degree_at_the_start_of_global_routing",unit=""} 10
chip_impl_metric{name="hold_violation_total_from_the_final_report",unit=""} 0
chip_impl_info{name="critical_path.cell_chain",value="clkdlybuf4s50_1"} 1
chip_impl_metric{name="tritoncts.num_buffers",unit=""} 3
chip_impl_metric{name="worstPathRequired",unit="ps"} 2000
chip_impl_metric{name="flow.area_growth_from_synthesis",unit="%"} 22.0
chip_impl_metric{name="placed_area",unit="µm²"} 568
chip_impl_metric{name="worst_case_reg_to_reg_path_depth",unit=""} 5
chip_impl_metric{name="yosys_area",unit="µm²"} 495
chip_impl_metric{name="finish.instance_area",unit="µm²"} 604
chip_impl_metric{name="final_cell_count_no_fill",unit=""} 100
chip_impl_info{name="netlist_top_cells_count",value="dfxtp_1 (12), inv_1 (4), nor2_1 (4)"} 1
chip_impl_metric{name="numPortBuffers",unit=""} 2
chip_impl_metric{name="final_layout_size_suffix_gt1_share",unit="%"} 14.8
chip_impl_metric{name="regArea",unit="µm²"} 240
chip_impl_metric{name="first_global_vias",unit=""} 341
chip_impl_info{name="critPathKind",value="reg -> out"} 1
chip_impl_metric{name="syn-cell-area",unit="µm²"} 495
chip_impl_info{name="tritoncts",value="yes"} 1
chip_impl_metric{name="drt_first_iter_violations",unit=""} 2
chip_impl_metric{name="cp_data_arrival_time",unit="ps"} 1040
chip_impl_metric{name="clock.latency.late_pin",unit="ps"} 270
chip_impl_metric{name="max-clock-path-buffers",unit=""} 2
chip_impl_metric{name="route.vias.total",unit=""} 328
chip_impl_metric{name="drt-pass1-iter-count",unit=""} 3
chip_impl_metric{name="powerDensity",unit="nW/µm²"} 657
chip_impl_metric{name="fillerInstances",unit=""} 391
chip_impl_metric{name="synth_warnings",unit=""} 2
chip_impl_info{name="synthFlopType",value="dfxtp_1"} 1
chip_impl_metric{name="die-area",unit="µm²"} 6400
chip_impl_metric{name="htree_levels",unit=""} 1
chip_impl_metric{name="netlist.area_leader.share",unit="%"} 48.5
chip_impl_info{name="cell_family_with_most_cp_delay",value="buffers and inverters"} 1
chip_impl_metric{name="slew_headroom",unit="%"} 80.1
chip_impl_info{name="worst_setup_path_start_kind",value="register"} 1
chip_impl_metric{name="detail_route.vias_per_cell",unit=""} 3.28
chip_impl_info{name="r2r_start",value="u_slave.hold[1]"} 1
chip_impl_metric{name="detailedPlacementHpwl",unit="µm"} 608
chip_impl_info{name="hp-class",value="reg -> reg"} 1
chip_impl_metric{name="cts.sink_count",unit=""} 12
chip_impl_metric{name="die.size.x",unit="µm"} 80
chip_impl_metric{name="crit_buf_inv",unit=""} 1
chip_impl_metric{name="post_synth_inst_count",unit=""} 49
chip_impl_metric{name="enable_flop_cells",unit=""} 0
chip_impl_info{name="grt_setup_unrepaired",value="false"} 1
chip_impl_metric{name="place_inst",unit=""} 96
chip_impl_info{name="cts_root_buffer",value="clkbuf_4"} 1
chip_impl_metric{name="fmax",unit="MHz"} 650
chip_impl_metric{name="worst_pin_slew",unit="ps"} 298
chip_impl_metric{name="detail_route.drc_violations",unit=""} 0
chip_impl_metric{name="setup-violations-final",unit=""} 0
chip_impl_info{name="r2r-end",value="u_slave.hold[1]"} 1
chip_impl_metric{name="setup_tns",unit="ps"} 0
chip_impl_metric{name="place_congestion",unit=""} 0.810
chip_impl_metric{name="cp.depth",unit=""} 1
chip_impl_info{name="cpMaxStageDelayCell",value="clkdlybuf4s50_1"} 1
chip_impl_metric{name="ys.flops",unit=""} 12
chip_impl_metric{name="log.warning_count",unit=""} 26
chip_impl_metric{name="ir_drop",unit="mV"} 0.375
chip_impl_metric{name="path_max_fanout",unit=""} 1
chip_impl_metric{name="maxSlewViolCount",unit=""} 0
chip_impl_info{name="post_synth_main_area_contributors",value="dfxtp_1 (48%), ha_1 (7.6%), nor2b_1 (3.8%), o311ai_1 (3.5%), a2111oi_2 (3.0%)"} 1
chip_impl_metric{name="globalRouteOverflowTotal",unit=""} 0
chip_impl_metric{name="grtUsageTotal",unit="%"} 2.83
chip_impl_metric{name="finalWirelength",unit="µm"} 799
chip_impl_metric{name="cts_resized",unit=""} 0
chip_impl_metric{name="fp.coreArea",unit="µm²"} 3420
chip_impl_metric{name="drv_cap",unit=""} 0
chip_impl_metric{name="skew",unit="ps"} 0.642
chip_impl_metric{name="ys_cells",unit=""} 49
chip_impl_metric{name="synth.avg_cell_area",unit="µm²"} 10.1
chip_impl_metric{name="postSynthSeqShare",unit="%"} 48.5
chip_impl_info{name="cp-end-kind",value="output port"} 1
chip_impl_metric{name="reg2reg_slack",unit="ps"} 1230
chip_impl_metric{name="rows",unit=""} 21
chip_impl_metric{name="floorplan.io_pins",unit=""} 3
chip_impl_info{name="worstHoldStart",value="u_master.req"} 1
chip_impl_metric{name="wire_length_of_the_first_global_routing_pass",unit="µm"} 1480
chip_impl_metric{name="period_used_share",unit="%"} 61.5
chip_impl_metric{name="tmin_final",unit="ps"} 1540
chip_impl_metric{name="grt_antenna_before_repair",unit=""} 0
chip_impl_info{name="netlist.top_cell.by_instances",value="dfxtp_1"} 1
chip_impl_metric{name="die-height",unit="µm"} 80
chip_impl_metric{name="fp_util",unit="%"} 14.5
chip_impl_metric{name="holdBufCountCts",unit=""} 0
chip_impl_metric{name="post-cts-setup-buffer-count",unit=""} 0
-- area by class of cell --
type	instances	area share, %
multi-input combinational	32	38.9
inverter	4	2.48
sequential	12	39.8
tap	46	9.52
clock buffer	4	6.00
timing repair buffer	2	3.31
-- placed cells by master, fill, tap and decap left out, drive strengths merged --
cell and n:
o21ai 1, clkbuf 4, and4b 1, nand4b 1
dfxtp 12, o21a 2, or3 1, nor2b 3
a2111oi 1, nand2 2, or2 1, ha 3
and2b 1, a21oi 2, nor3 1, inv 4
nor2 5, o211a 1, o21bai 1, and3 1
nand3 1, clkdlybuf4s50 2, xnor2 1, o311ai 2
-- flip-flops by register name (all words and copies together), names as in the netlist --
| signal | flops |
|---|---|
| u_master.req | 1 |
| u_master.state | 4 |
| u_slave.req_q | 1 |
| u_slave.hold | 2 |
| u_master.cnt | 2 |
| u_master.done | 1 |
| u_slave.ack | 1 |
-- routing by layer --
layer	GRT usage, %	vias to the layer above	wire (µm)
li1	-	183	-
met1	4.29	140	469
met2	3.29	5	285
met3	1.70	0	44
met4	0.352	0	0
met5	0	-	0
-- logic make-up (layout without fill, tap and decap cells) --
logic type | Yosys count | after routing | synth area share [%]
buffers and inverters | 5 | 10 | 4.04
AND-OR/OR-AND | 10 | 10 | 16.9
XOR/XNOR | 1 | 1 | 1.77
AND/OR/NAND/NOR | 18 | 18 | 21.2
adder cells (fa/ha/maj) | 3 | 3 | 7.58
flip-flops | 12 | 12 | 48.5
-- report_power, final --
group,switching (mW),internal [mW],leakage (nW)
clock,0.0596,0.0885,0.0210
combinational,0.0175,0.0188,0.138
sequential,0.0102,0.203,0.0988
total,0.0872,0.310,0.258
-- how the worst max path moves through the flow --
stage	to	start	slack (ps)
finish	done	u_master.done	960
global route	done	u_master.done	900
CTS	done	u_master.done	940
-- stage by stage --
stage	hold slack, ps	worst slack (ps)	utilization (%)	total power, mW
CTS	481	935	17.7	0.405
finish	480	963	17.7	0.397
detailed placement	473	846	16.6	0.254
floorplan	447	1290	-	0.245
global placement	468	868	16.6	0.253
global route	505	900	17.7	0.425
Power and IR drop assume default switching activity.
